### flow/design.v
module ram_sp_async_read(
    input clk,
	input [7:0] data_in,   
	input [3:0] address,   
	input write_en,        
	output [7:0] data_out  
    );
	reg [7:0] ram [0:15];
	always @(posedge clk) begin
	    if (write_en) begin
		    ram[address] <= data_in;
	    end
	end
	assign data_out = ram[address];
endmodule
### flow/run.sh
#!/bin/bash
# OpenROAD 26Q1-2900-gdf79404cd8, Yosys 0.63+post, stock flow scripts
make -C /OpenROAD-flow-scripts/flow DESIGN_CONFIG=/design/flow/config.mk WORK_HOME=/design/flow/orfs finish
### flow/config.mk
export PLATFORM = sky130hd
export DESIGN_NAME = ram_sp_async_read
export DESIGN_NICKNAME = ram_sp_async_read
export VERILOG_FILES = /design/flow/design.v
export SDC_FILE = /design/flow/constraint.sdc
export NUM_CORES = 4
export LEC_CHECK = 1
export CORE_UTILIZATION = 50
### flow/constraint.sdc
current_design ram_sp_async_read

set clk_period 3.0
set clk_io_pct 0.2

create_clock -name clk0 -period $clk_period [get_ports {clk}]

set non_clock_inputs [all_inputs -no_clocks]
set_input_delay [expr $clk_period * $clk_io_pct] -clock clk0 $non_clock_inputs
set_output_delay [expr $clk_period * $clk_io_pct] -clock clk0 [all_outputs]
==> flow_summary_export.csv <==
group,metric,value,unit
critical_path,cpMaxStageDelayCell,"clkdlybuf4s50_1",
routing,drtAntennaViolNets,0,
routing,wl_per_cell,22.9,um
synthesis,syn_inst,222,
synthesis,synthArstFlopShare,0,%
synthesis,simple_gate_area_share,3.31,%
global_routing,first_global_vias,2759,
critical_path,crit_chain,"clkdlybuf4s50_1, nor2_2, a22oi_1, nand2_1, clkdlybuf4s50_1",
synthesis,yosys.area_share.adder,0,%
power_and_ir_drop,power.density,703,mW/mm^2
synthesis,yosys-top-cells-area,"edfxtp_1 (78%), mux4_2 (15%), a22oi_1 (2.4%)",
cells_and_area,drive_gt1_share,33.3,%
critical_path,critPathMaxStageDelay,0.53,ns
placement,gp_congestion,0.891,
final_timing,setup_viol,0,
cells_and_area,largest_reg_flops,128,
synthesis,aoi_share,2.45,%
worst_hold_path,hp-class,"input pin to register",
global_routing,track_usage,23.2,%
global_routing,overflow,0,
cells_and_area,logic_area,0.00101,sq mm
cells_and_area,reg_top3,"ram (128)",
critical_path,crit_path_start_kind,"input pin",
cells_and_area,flop_area,0.00384,sq mm
global_routing,grt_max_degree,29,
synthesis,yosysMostFrequentCell,"edfxtp_1",
power_and_ir_drop,p_sw,827,uW
synthesis,seq_area_frac_synth,78.3,%
power_and_ir_drop,p_clk_share,47.6,%
clocking,cts_hold_buf,0,
critical_path,path_max_fanout,8,
final_timing,grt_setup_unrepaired,"no",
floorplanning,ios,22,
synthesis,yosysWarnings,1,
clocking,cts_root_buffer,"clkbuf_8",
synthesis,synthesis.area,0.00491,sq mm
cells_and_area,top_register,"ram",
clocking,cts_sinks,128,
final_timing,fmax,350,MHz
synthesis,syn_area_per_cell,22.1,sq um
clocking,cts_buffer_depth,2,
cells_and_area,syn_to_final_growth,24.6,%
placement,hpwl,6400,um
synthesis,ys_ff,128,
final_timing,final.setup.tns,0,ns
final_timing,setup_ws,0.142,ns
synthesis,ys.flop_type,"edfxtp_1",
placement,place_ws,-0.0850,ns
synthesis,mux_share,14.7,%
global_routing,antenna_found_initial,0,
global_routing,grt_first_pass_wirelength,14900,um
synthesis,synth_cell_type_count,17,
power_and_ir_drop,power_frac_comb,5.4,%
critical_path,arrival,2.26,ns
final_timing,post-route-period-util,95.3,%
critical_path,worst_setup_path_end_kind,"output port",
power_and_ir_drop,pwr-share-seq,46.9,%
critical_path,crit_family,"buffers and inverters",
routing,via_per_inst,5.72,
synthesis,yosysCellCount,222,
flow_run,drv_cap,0,
final_timing,tightest_slew,0.654,ns
floorplanning,rows,35,
routing,diodes,0,
routing,vias,2418,
power_and_ir_drop,power.leakage,2.02,nW
routing,drc,0,
final_timing,slew_viol_final,0,
floorplanning,die-area,0.0102,sq mm
synthesis,ys_sh_xor,0,%
clocking,htree_num_levels,4,
routing,firstDrtPassIters,5,
synthesis,synthTopCellsByCount,"edfxtp_1 (128), mux4_2 (32), a22oi_1 (16)",
routing,totalWireLength,9670,um
flow_run,warnings,25,
clocking,path_clk_slew,0.06,ns
power_and_ir_drop,intPower,3.47,mW
power_and_ir_drop,total_power,4.29,mW
routing,drt-initial-drc-count,103,
critical_path,crit_type,"input pin to output port",
synthesis,top_logic_kind,"multiplexers",
final_timing,maxSlewHeadroom,56.2,%
floorplanning,initCoreUtil,52.4,%
power_and_ir_drop,swShare,19.3,%
synthesis,synth_chip_area,0.00491,sq mm
critical_path,worst_ep_required_time,2.40,ns
floorplanning,core_area,0.00937,sq mm
synthesis,synth-edff-count,128,
placement,numPortBuffers,21,
synthesis,yosys.area.top_type_share,78.3,%
outcome,outcome,"completed",
final_timing,fin_crit,2.86,ns
clocking,cts_buffers,17,
floorplanning,die_w,101,um
floorplanning,fp.dieH,101,um
critical_path,crit_top_cell,"clkdlybuf4s50_1",
synthesis,post-synth-top-area-cell,"edfxtp_1",
clocking,cts_tree,"yes",
power_and_ir_drop,ir_drop,0.000533,V
critical_path,path_buffers,2,
cells_and_area,n_fill_cell,632,
final_timing,timing.final.hold_violations,0,
==> layout make-up <==
type | count | share of cell area (%)
Clock inverter | 15 | 3.17
Tap cell | 129 | 2.64
Clock buffer | 17 | 6.78
Sequential cell | 128 | 62.9
Multi-Input combinational cell | 83 | 16.5
Timing Repair Buffer | 51 | 8.05
==> cells in the final DEF, fill, tap and decap left out <==
master and count:
nand2b_1 2, dlygate4sd2_1 1, clkbuf_8 1, buf_4 24, clkinvlp_4 3, nor2_1 12, a22oi_1 16, bufinv_16 4
nand3_1 1, and2_2 1, nor2b_1 2, clkdlybuf4s50_1 19, clkbuf_16 17, or3b_2 1, nand2_1 9, nor2_2 1
buf_2 1, edfxtp_1 128, mux4_2 32, buf_12 3, nand3b_1 2, clkinv_4 3, nor3_1 4, clkinv_2 5
buf_6 2
==> per-stage QoR <==
stage / hold slack [ns] / util [%] / cells / instance area, sq um
after floorplan: 0.699 / - / 222 / 4910
final: 0.861 / 65.2 / 423 / 6110
after global routing: 0.859 / 65.2 / 423 / 6110
after detailed placement: 1.29 / 58.3 / 389 / 5460
after global placement: 1.29 / 58.3 / 389 / 5460
after CTS: 0.778 / 64.9 / 422 / 6090
==> final timing paths <==
path                       start     endpoint  slack (ns)  depth (start not counted)
worst min-delay path  address[0]    ram[0][0]        0.86                          4
worst max-delay path  address[2]  data_out[3]        0.14                          5
==> power groups by stage <==
| stage | logic [mW] | registers, mW | clock network [mW] |
|---|---|---|---|
| finish | 0.233 | 2.02 | 2.05 |
| global route | 0.253 | 2.02 | 2.15 |
| CTS | 0.230 | 2.02 | 2.07 |
==> routing by layer <==
layer | wire, um | GRT usage, %
met5 | 0 | 0
met4 | 246 | 5.57
met3 | 1110 | 14.2
met2 | 4700 | 33.3
met1 | 3620 | 34.2
==> logic make-up (layout without fill, tap and decap cells) <==
| kind of cell | count (synthesis) | after routing |
|---|---|---|
| compound gates | 16 | 16 |
| buf+inv | 11 | 83 |
| flops | 128 | 128 |
| mux | 32 | 32 |
| simple gates | 35 | 35 |
==> what timing repair did <==
action / 4_1_cts / 5_1_grt
resized: 4 / 1
cloned: 0 / 1
endpoints found under the setup margin: 8 / 5
setup buffers: 1 / 0
Power and IR drop assume default switching activity.
