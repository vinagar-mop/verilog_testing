## design/flow/run.sh

```bash
#!/bin/bash
# OpenROAD 26Q1-2900-gdf79404cd8, Yosys 0.63+post, stock flow scripts
make -C /OpenROAD-flow-scripts/flow DESIGN_CONFIG=/design/flow/config.mk WORK_HOME=/design/flow/orfs finish
```

## design/flow/config.mk

```make
export PLATFORM = sky130hd
export DESIGN_NAME = ram_dp_async_read
export DESIGN_NICKNAME = ram_dp_async_read
export VERILOG_FILES = /design/flow/design.v
export SDC_FILE = /design/flow/constraint.sdc
export NUM_CORES = 4
export LEC_CHECK = 1
export CORE_UTILIZATION = 30
```

## design/flow/constraint.sdc

```tcl
current_design ram_dp_async_read

set clk_period 2.2
set clk_io_pct 0.2

create_clock -name clk0 -period $clk_period [get_ports {clk}]

set non_clock_inputs [all_inputs -no_clocks]
set_input_delay [expr $clk_period * $clk_io_pct] -clock clk0 $non_clock_inputs
set_output_delay [expr $clk_period * $clk_io_pct] -clock clk0 [all_outputs]
```

## design/flow/design.v

```verilog
module ram_dp_async_read
        #(parameter WIDTH =8,
		  parameter DEPTH =16,
		  parameter DEPTH_LOG = $clog2(DEPTH))
        (input clk, 
		 input we_n, 
		 input [DEPTH_LOG-1:0] addr_wr,  
		 input [DEPTH_LOG-1:0] addr_rd, 
		 input [WIDTH-1:0] data_wr, 
		 output [WIDTH-1:0]data_rd
		); 
    reg [WIDTH-1:0] ram [0:DEPTH-1];
    always @(posedge clk) begin   
        if (we_n)   
            ram[addr_wr] <= data_wr;   
    end
    assign data_rd = ram[addr_rd];  
endmodule 
```

==> impl_metrics.csv <==
group,metric,value,unit
status,outcome,"completed",
route,drt_wl_total,10500,um
finish,top_register,"ram",
worst_setup_path,cp_max_fo,7,
final_timing,final_max_slew_viol_count,0,
synthesis,synth_area,4990,um^2
final_timing,period_minus_slack,2160,ps
finish,postLayoutCoreUtil,40.9,%
clock_tree,cts_root_buffer,"clkbuf_16",
final_timing,grt_setup_unrepaired,"true",
route,drtIter0Drc,218,
global_route,antenna_found_initial,0,
synthesis,area_leaders,"edfxtp_1 77%, mux4_2 8.1%, mux4_1 7.4%",
power_and_ir_drop,powerDensity,855,nW/um^2
worst_setup_path,path_cells,"buf_12, buf_12, buf_6, buf_6, mux4_2, a22oi_2, nand2_1, buf_2",
synthesis,yosysSeqAreaShare,77.1,%
clock_tree,cts.clk_slew.worst_paths,50,ps
synthesis,top_area_share,77.1,%
synthesis,top_area_cell,"edfxtp_1",
run,warnings,27,
floorplanning,die_x,131,um
worst_setup_path,critPathArrivalTime,1720,ps
worst_setup_path,critPathCaptureType,"output pin",
floorplanning,fp-row-count,46,
power_and_ir_drop,peakVddDrop,0.487,mV
synthesis,ys_area,4990,um^2
synthesis,yosysUniqueCellTypes,18,
placed_design,post-place-ws,-567,ps
finish,largest_reg_flops,128,
synthesis,ys.warnings.count,1,
route,wl_per_cell,19.5,um
worst_setup_path,required,1760,ps
finish,area_growth,31.6,%
synthesis,yosys-stat-cells,221,
power_and_ir_drop,finalPower,5.62,mW
power_and_ir_drop,power_leakage,2.20,nW
finish,n_fill_cell,1343,
worst_setup_path,crit_type,"in -> out",
placed_design,place_area,5760,um^2
clock_tree,h-tree-depth,4,
final_timing,setup_violations,0,
placed_design,dp.cells,489,
final_timing,min_period_over_period,98.3,%
floorplanning,dieArea,17100,um^2
clock_tree,numCtsBuffers,17,
final_timing,max_freq,463,MHz
placed_design,port_buffers,25,
clock_tree,clk_path_buf_depth,2,
finish,drive_gt1_share,42.6,%
min_path,hold_class,"in -> reg",
final_timing,slew_headroom,62.5,%
clock_tree,clkSinkCount,128,
global_route,grt_max_degree,17,
finish,largestRegisters,"ram x128",
clock_tree,ctsHoldBuffers,0,
floorplanning,fp_util,31.1,%
floorplanning,die_h,131,um
global_route,overflow,0,
route,drt_pass1_iterations,7,
worst_setup_path,crit_slowest_cell,"mux4_2",
route,antenna_cells,0,
finish,layoutNonFillerInstCount,540,
global_route,grt_pass1_wl,16300,um
global_route,track_usage,14.3,%
global_route,grt_pass1_vias,2872,
floorplanning,io_pins,26,
worst_setup_path,max_stage_delay,490,ps
final_timing,worst_pin_slew,560,ps
route,ant_nets,0,
run,drv_cap,0,
route,vias,2536,
floorplanning,core_area,16100,um^2
worst_setup_path,critPathLaunchType,"input port",
route,via_per_inst,4.70,
placed_design,gp_congestion,0.754,
final_timing,layout_setup_ws,38.3,ps
final_timing,hold_viol,0,
synthesis,post_synth.cell_area_avg,22.6,um^2
clock_tree,cts_tree,"done",
placed_design,hpwlAfterDp,6410,um
synthesis,netlist_instances,221,
route,drc,0,
finish,final_area,6570,um^2
synthesis,ys_ff,128,
[layout make-up]
class	count	area, um^2	area share [%]
clock inverters	11	93.8	1.43
flip-flops and latches	128	3840	58.5
well taps	216	270	4.12
repair buffers	82	835	12.7
clock buffers	20	437	6.65
multi-input cells	83	1090	16.5
[placed cells by master, fill, tap and decap left out, types with 2 or more instances in the layout]
| cell type | n |
|---|---|
| nor3_1 | 4 |
| a22oi_2 | 13 |
| clkinv_4 | 2 |
| nor2_1 | 13 |
| clkdlybuf4s50_1 | 14 |
| mux4_1 | 3 |
| nand2_1 | 9 |
| nand2b_1 | 2 |
| clkbuf_16 | 17 |
| buf_2 | 7 |
| buf_4 | 38 |
| clkinvlp_4 | 3 |
| clkbuf_1 | 3 |
| buf_16 | 4 |
| buf_12 | 6 |
| edfxtp_1 | 128 |
| clkinv_2 | 4 |
| mux4_2 | 29 |
| buf_6 | 8 |
| buf_8 | 2 |
| nand3b_1 | 2 |
| a22oi_1 | 3 |
[power by group]
part | leakage (nW) | internal (mW) | switching (mW)
logic | 0.791 | 0.215 | 0.175
registers | 1.16 | 2.74 | 0.0112
clock network | 0.253 | 1.53 | 0.945
total | 2.20 | 4.48 | 1.13
[cells in the mapped netlist]
cell type          n
mux4_1            14
clkdlybuf4s25_2    3
nand3b_1           2
buf_2              3
buf_6              3
buf_4              1
or3b_2             1
nor2b_1            1
nor2_1            13
edfxtp_1         128
a22oi_1           16
and2b_1            1
nand2_1            9
nand2b_1           2
mux4_2            18
and2_1             1
nand3_1            1
nor3_1             4
[per-layer routing]
metal	GRT usage, %	vias to the layer above	wire length [um]	share of wire [%]
li1	-	1123	-	-
met1	18.5	1278	4070	39
met2	22.8	123	5330	51
met3	7.46	12	949	9.0
met4	2.10	0	157	1.5
met5	0	-	0	0
[logic make-up (layout without fill, tap and decap cells)]
kind of cell	after synthesis	after routing	synth area share [%]
buf+inv	10	113	1.73
compound gates	16	16	2.41
mux	32	32	15.5
simple gates	35	35	3.29
flops	128	128	77.1
[per-stage QoR]
step,hold slack (ps),setup TNS [ps]
final,993,0
after global routing,1050,-63.8
after CTS,998,-24.8
after detailed placement,1420,-4240
after global placement,1400,-4200
after floorplan,539,0
[path summary, 6_finish.rpt]
kind | depth (start not counted) | from | slack, ps | end
worst max-delay path | 8 | addr_rd[0] | 40 | data_rd[3]
worst min-delay path | 1 | data_wr[2] | 990 | ram[12][2]
[critical path, delay by kind of cell]
kind,cells,cell delay (ps)
AOI/OAI and AO/OA,1,160
and+or+nand+nor,1,70
buffers and inverters,5,550
muxes,1,490
[repair_timing]
| action | in CTS | in global routing |
|---|---|---|
| pin swaps | 18 | 12 |
| endpoints found under the setup margin | 8 | 8 |
| gates resized | 73 | 5 |
| gates cloned | 4 | 0 |
| buffers inserted | 20 | 0 |
No activity file was given, so power comes from the tool's default toggle rates.
