==> flow/design.v <==
module ram_sp_sync_read(
    input clk,
	input [7:0] data_in,   
	input [3:0] address,   
	input write_en,        
	output [7:0] data_out  
    );
	reg [7:0] ram [0:15];
	reg [3:0] addr_buff;
	always @(posedge clk) begin
	    if (write_en) begin
		    ram[address] <= data_in;
	    end
		addr_buff <= address;
	end
	assign data_out = ram[addr_buff];
endmodule
==> flow/run.sh <==
#!/bin/bash
# OpenROAD 26Q1-2900-gdf79404cd8, Yosys 0.63+post, stock flow scripts
make -C /OpenROAD-flow-scripts/flow DESIGN_CONFIG=/design/flow/config.mk WORK_HOME=/design/flow/orfs finish
==> flow/config.mk <==
export PLATFORM = sky130hd
export DESIGN_NAME = ram_sp_sync_read
export DESIGN_NICKNAME = ram_sp_sync_read
export VERILOG_FILES = /design/flow/design.v
export SDC_FILE = /design/flow/constraint.sdc
export NUM_CORES = 4
export LEC_CHECK = 1
export CORE_UTILIZATION = 40
==> flow/constraint.sdc <==
current_design ram_sp_sync_read

set clk_period 4.8
set clk_io_pct 0.2

create_clock -name clk0 -period $clk_period [get_ports {clk}]

set non_clock_inputs [all_inputs -no_clocks]
set_input_delay [expr $clk_period * $clk_io_pct] -clock clk0 $non_clock_inputs
set_output_delay [expr $clk_period * $clk_io_pct] -clock clk0 [all_outputs]
==> flow_summary.toml <==
# synthesis and place-and-route metrics
[status]
status = "finished, final reports clean"

[detailed_routing]
viasPerCell = 5.319
firstDrtPassIters = 4
drt-total-wl_um = 9583
antennaDiodeCount = 0
drc = 0
ant_nets = 0
num_vias = 2404
drt_iter0_drc = 151
wl_per_cell_um = 21.20

[layout]
largest_reg_flops = 128
drive_gt1_frac = 0.2324
fin_util = 0.5022
postLayoutCellArea_mm2 = 0.006107
final_cells = 452
syn_to_final_growth_pct = 20.52
top_register = "ram"
reg_top3 = "ram (128)"

[synth]
netlist_area_mm2 = 0.005067
yosysChipArea_mm2 = 0.005067
synthArstFlopShare = 0
synthCells = 225
yosysCellCount = 225
synth-main-ff-cell = "edfxtp_1"
synthTopCellsByArea = "edfxtp_1 (76%), mux4_2 (8.0%), mux4_1 (7.3%), a22oi_1 (2.4%), dfxtp_1 (1.6%)"
yosysMostFrequentCell = "edfxtp_1"
yosys.area.top_type_share = 0.7585
top_area_cell = "edfxtp_1"
synth_cell_types = 19
yosys_warnings = 1
ys_ff = 132
syn_area_per_cell_um2 = 22.52
top_cells_by_count = "edfxtp_1 (128), mux4_2 (18), a22oi_1 (16)"
synth-edff-count = 128
ys_seq_frac = 0.7743

[timing]
period_needed_ns = 3.773
finalSetupViolations = 0
hold_ws_ns = 1.127
finalCritPeriodShare = 0.7861
rsz0062_at_grt = "no"
hold_viol = 0
max_freq_mhz = 265.0
worst_slew_pin_slew_ns = 0.9369
relSlewSlack = 0.3731
timing.setup.tns_ns = 0
slew_violations = 0

[setup_path]
cp_max_fo = 21
worst_ep_required_time_ns = 3.84
crit_path_top_delay_cell = "mux4_1"
cp.buffers_inverters = 2
end_kind = "output pin"
cp.arrival_ns = 2.81
slowest_delay_ns = 0.61
cp_top_family = "buffers and inverters"
cp.depth = 5
cp-start-kind = "register"
path_cells = "buf_4, mux4_1, a22oi_1, nand2_1, clkdlybuf4s50_1"
crit_type = "register to output pin"

[global_routing]
grt_pass1_vias = 2573
antenna_found_initial = 0
grt_usage = 0.1719
grt_pass1_wl_um = 14800
grt_max_degree = 22
overflow = 0

[clock_tree]
clockBufferDepth = 2
clock-sinks = 132
cts-root-buf = "clkbuf_16"
htreeDepth = 4
cts_resized = 0
cts_made_buffers = 17
post_cts_buffers = 0
cts.clk_slew.worst_paths_ns = 0.05
ctsHoldBuffers = 0
cts_tree = "done"

[die]
row_count = 40
dieWidth_um = 114.6
core_area_mm2 = 0.01216
pin_count = 22
fp-utilization = 0.4167
dieHeight_um = 114.6
dieArea_mm2 = 0.01312

[placed_design]
finalWeightedCongestion = 0.7809
placed_cells = 420
place_area_mm2 = 0.005523
dp_hpwl_um = 5935
io_buffers = 21

[pwr]
pwr_density_cell_mw_per_mm2 = 436.5
leakagePower_nw = 1.997
ir_drop_mv = 0.2280

[flow_run]
warnings = 25
max_cap_violations = 0

[min_path]
hold-path-cell-count = 1
hp-class = "input port to register"
## cells by family after synthesis
logic type	synth area share
AND/OR/NAND/NOR	0.03235
buffers and inverters	0.01704
multiplexers	0.1526
AND-OR/OR-AND	0.02370
flip-flops	0.7743
## power breakdown
part / internal [mW] / switching [mW]
Sequential: 1.29 / 0.0111
Clock: 0.769 / 0.474
Combinational: 0.0615 / 0.0615
Total: 2.12 / 0.547
## final cells by class
class | count | area, µm²
multi-input combinational | 83 | 1057
clock inverter | 14 | 155.1
fill | 960 | 6055
clock buffer | 18 | 429.2
tap | 168 | 210.2
timing repair buffer | 37 | 330.3
sequential | 132 | 3925
## routing by layer
layer,vias to the layer above,track usage,wire (µm)
met4,0,0.02338,148
met2,148,0.2404,4264
met3,12,0.1170,1357
met5,-,0,0
li1,1057,-,-
met1,1187,0.2474,3813
## through the flow
stage	total power, mW	setup slack, ns
final	2.666	1.027
after global routing	2.750	0.7805
after CTS	2.691	0.9332
after detailed placement	1.449	1.373
after global placement	1.446	1.390
after floorplan	1.383	2.347
## path summary, 6_finish.rpt
path,to,from
worst min-delay path,register,address[2]
worst max-delay path,data_out[5],register
## placed cells by master, fill, tap and decap left out, drive strengths merged
master and instances:
clkinv 5, nor2 13, edfxtp 128, a22oi 16, dfxtp 4, clkinvlp 4, buf 16, and2b 1
or3b 1, mux4 32, nor2b 1, bufinv 2, nor3 4, nand2b 2, nand2 9, and2 1
inv 3, nand3 1, nand3b 2, clkdlybuf4s50 21, clkbuf 18
No activity file was given, so power comes from the tool's default toggle rates.
